==> design.v <==
module apb_slave (
    input logic clk, n_rst, data_ready, overrun_error, framing_error, 
                psel, penable, pwrite, 
    input logic [7:0] rx_data, pwdata,
    input logic [2:0] paddr,
    output logic [7:0] prdata,
    output logic pslverr, data_read,
    output logic [3:0] data_size,
    output logic [13:0] bit_period
);
    logic [13:0] next_bit_period;
    logic [3:0] next_data_size;
    logic [7:0] next_pr_data;
    always_ff @(posedge clk, negedge n_rst) begin
        if(!n_rst) begin
            bit_period <= '0;
            data_size <= '0;
            prdata <= '0;
        end
        else begin
            bit_period <= next_bit_period;
            data_size <= next_data_size;
            prdata <= next_pr_data;
        end     
    end   
    always_comb begin
        next_bit_period = bit_period;
        next_data_size = data_size;
        next_pr_data = prdata;
        data_read = 0;
        pslverr = 0;
        if(psel) begin
            if(pwrite) begin
                casez (paddr)
                    3'b010: begin
                        next_bit_period[7:0] = pwdata;                 
                    end
                    3'b011: begin
                        if (pwdata[7:6] == '0) begin
                            next_bit_period[13:8] = pwdata[5:0];
                        end else begin
                            pslverr = 1;
                        end      
                    end
                    3'b100: begin
                        if (pwdata == 8'd5 || pwdata == 8'd7 || pwdata == 8'd8) begin
                            next_data_size = pwdata[3:0];
                        end else begin
                            pslverr = 1;
                        end
                    end
                    default: pslverr = 1;
                endcase
            end
            else begin  
                casez (paddr)
                    3'b000: begin
                        next_pr_data = {7'b0, data_ready};
                    end
                    3'b001: begin
                        next_pr_data = {6'b0, overrun_error, framing_error};
                    end
                    3'b010: begin
                        next_pr_data = bit_period[7:0];
                    end
                    3'b011: begin
                        next_pr_data = {2'b0, bit_period[13:8]};
                    end
                    3'b100: begin
                        next_pr_data = {4'b0, data_size};
                    end
                    3'b110: begin
                        data_read = 1;
                        if (data_size == 4'd8) begin
                            next_pr_data = rx_data;  
                        end
                        else if (data_size == 4'd7) begin
                            next_pr_data ={1'b0, rx_data[7:1]};
                        end
                        else begin
                            next_pr_data ={3'b0, rx_data[7:3]};  
                        end
                    end
                    default: pslverr = 1;
                endcase
            end
        end
    end
endmodule
==> run.sh <==
#!/bin/bash
# OpenROAD 26Q1-2900-gdf79404cd8, Yosys 0.63+post, stock flow scripts
make -C /OpenROAD-flow-scripts/flow DESIGN_CONFIG=/design/flow/config.mk WORK_HOME=/design/flow/orfs finish
==> config.mk <==
export PLATFORM = sky130hd
export DESIGN_NAME = apb_slave
export DESIGN_NICKNAME = apb_slave
export VERILOG_FILES = /design/flow/design.v
export SDC_FILE = /design/flow/constraint.sdc
export NUM_CORES = 4
export LEC_CHECK = 1
export CORE_UTILIZATION = 30
==> constraint.sdc <==
current_design apb_slave

set clk_period 3.5
set clk_io_pct 0.2

create_clock -name clk0 -period $clk_period [get_ports {clk}]

set non_clock_inputs [all_inputs -no_clocks]
set_input_delay [expr $clk_period * $clk_io_pct] -clock clk0 $non_clock_inputs
set_output_delay [expr $clk_period * $clk_io_pct] -clock clk0 [all_outputs]
==> notes.md <==
run metrics: status=completed, top_reg_cell synth=dfrtp_1, Switching Fraction=0.2320, Seq share, synth=0.4290, final setup vio count=0, Slew Limit Headroom=0.7007, Fin Clk Skew=1.714 ps, Die H=73.10 µm, Top cells by area=dfrtp_1, mux2_2, mux2i_1, Final period util=0.9370, Initial DRT Pass Iterations=4, crit path capture type=output port, Mapped Area=1516 µm², P_sw=0.0001939 W, chip area=5343 µm², vias in the first global route=1239, Wirelength per Cell=15.13 µm, Cell Pwr Density=381.0 nW/µm², final hold viol count=0, top cells by count, synth=dfrtp_1, mux2_2, nand2_1, o21ai_0, nor2_1, placer's final routability congestion estimate=0.8995, Worst Hold Path Cells=1, CTS Buffer Depth=2, CTS Sinks=26, stage-log warning count=26, Post-CTS Setup Bufs=0, YS chip area=1516 µm², TritonCTS buffer count=3, total global routing overflow=0, GRT met1 Usage=0.2583, post-CTS sizing=0, ys cells=142, critical path class=primary input to output port, drt drc=0, largest net degree at the start of global routing=27, max cap viols=0, RSZ-0062 raised after global routing=no, Slew Viols, Final=0, Worst Path Required=2800 ps, worst-path maximum fanout=8, busiest grt layer=met1, worst slew pin tran=447.4 ps, Cell Type Count=44, Row Count=25, grt met2 use=0.2356, Ports=55, post-synthesis area per instance=10.68 µm², first-pass GRT wire length=6334 µm, Port Buffer Count=53, Fin Setup TNS=0 ps, # fillers=440, register share of total power=0.449, M3 GR Usage=0.03081, DP Wirelength=3036 µm, total wire length=3980 µm, H-tree Lvls=1, Synth Warn #=1, Clk Latency, worst-skew pair=270 ps, total number of vias=1347, Peak VDD IR=222.9 µV, Synth flops=26, Yosys top cell by area=dfrtp_1, initial detailed-routing violation count=131, Post-Syn Instances=142, FMAX=304.9 MHz, Area Growth Syn to Fin=44.64%, power share of the combinational group=0.251, via/cell ratio=5.122, crit start category=primary input, Int Power=0.0006417 W, count leader, synth=dfrtp_1, hold_buf cts=0, leak pwr=0.9097 nW, Core Area=4786 µm², CTS Root Cell=clkbuf_8, Die X=73.10 µm, CP arrival=2580 ps, antenna violations before repair=0, DP Worst Slack=251.5 ps, All-Layer GR Usage=0.1587, proportion of layout cells with a drive suffix above 1=0.1888, Top-area cell share=0.4290, Tightest Hold Check Type=flip-flop to flip-flop, FF-to-FF path depth=4, Setup WS post-layout=220.7 ps, ANT cells=0, clock share of power=0.300, Worst-path clk slew=90 ps, fin crit period=3279 ps, Post-synth EDFFs=0, Init Core Util=0.3169, CTS tree=built, Routed Antenna Nets=0, Async SR Flop Fraction=1.000
[cells by family (layout without fill, tap and decap cells)]
kind of cell | Yosys count | in the layout | share of synthesized area
flops | 26 | 26 | 0.4290
buf+inv | 11 | 65 | 0.03548
simple gates | 44 | 44 | 0.1766
mux | 26 | 26 | 0.1881
compound gates | 35 | 35 | 0.1708
[state kept, by name (all words and copies together) (netlist names)]
| signal | count |
|---|---|
| bit_period | 14 |
| prdata | 8 |
| data_size | 4 |
[metrics by stage]
| step | power, W | std cells | area (µm²) | util | hold slack, ps |
|---|---|---|---|---|---|
| after global placement | 0.0005899 | 259 | 2122 | 0.4434 | 490.1 |
| after floorplan | 0.0004406 | 142 | 1516 | - | 404.4 |
| after detailed placement | 0.0005906 | 259 | 2122 | 0.4434 | 488.5 |
| final | 0.0008356 | 263 | 2193 | 0.4583 | 503.0 |
| after global routing | 0.0008871 | 263 | 2193 | 0.4583 | 531.6 |
| after CTS | 0.0008468 | 263 | 2193 | 0.4583 | 510.8 |
[critical path: stages]
cell and delay (ps):
clkdlybuf4s50_1 570, nor3b_2 350, o2111a_1 290, o22ai_1 100, and2_1 160, clkdlybuf4s50_1 390
[power by group through the flow]
| stage | logic (W) | clock network [W] | registers (W) |
|---|---|---|---|
| after CTS | 0.000213 | 0.000259 | 0.000375 |
| final | 0.000210 | 0.000251 | 0.000375 |
| after global routing | 0.000230 | 0.000275 | 0.000381 |
[cell usage in the layout (no fill, tap or decap), types with 3 or more instances in the layout]
cell type | synthesis | layout
dfrtp_1 | 26 | 26
clkdlybuf4s50_1 | 0 | 53
nand2_1 | 12 | 12
mux2i_1 | 6 | 6
nor2b_1 | 4 | 4
o21ai_0 | 9 | 9
buf_4 | 0 | 4
a221o_1 | 3 | 3
mux2_2 | 19 | 19
a211oi_1 | 4 | 4
clkbuf_8 | 0 | 3
a22oi_1 | 5 | 5
inv_1 | 4 | 4
nor2_2 | 3 | 3
nor2_1 | 7 | 7
[layer usage]
layer / part of all wire / up-vias
met4: 0.0030 / 0
met1: 0.49 / 648
li1: - / 641
met2: 0.44 / 56
met5: 0 / -
met3: 0.068 / 2
[path summary, 6_finish.rpt]
kind	startpoint	endpoint	slack [ps]
setup / recovery	paddr[1]	pslverr	220
hold reg to reg	prdata[7]$_DFFE_PN0P_	prdata[7]$_DFFE_PN0P_	500
min in group asynchronous	n_rst	bit_period[10]$_DFFE_PN0P_	790
hold / removal	prdata[7]$_DFFE_PN0P_	prdata[7]$_DFFE_PN0P_	500
max in group asynchronous	n_rst	bit_period[1]$_DFFE_PN0P_	2460
setup reg to reg	data_size[2]$_DFFE_PN0P_	prdata[1]$_DFFE_PN0P_	1680
[layout make-up]
| type | instances | area (µm²) | share of cell area |
|---|---|---|---|
| timing repair buffer | 57 | 560.5 | 0.2556 |
| tap | 67 | 83.83 | 0.03822 |
| clock buffer | 3 | 41.29 | 0.01882 |
| inverter | 4 | 15.01 | 0.006845 |
| multi-input combinational | 105 | 812.0 | 0.3702 |
| clock inverter | 1 | 30.03 | 0.01369 |
| sequential | 26 | 650.6 | 0.2966 |
No activity file was given, so power comes from the tool's default toggle rates.
