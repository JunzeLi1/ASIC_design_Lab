[/design/flow/run.sh]
#!/bin/bash
# OpenROAD 26Q1-2900-gdf79404cd8, Yosys 0.63+post, stock flow scripts
make -C /OpenROAD-flow-scripts/flow DESIGN_CONFIG=/design/flow/config.mk WORK_HOME=/design/flow/orfs finish
[/design/flow/config.mk]
export PLATFORM = sky130hd
export DESIGN_NAME = ahb_lite_slave
export DESIGN_NICKNAME = ahb_lite_slave
export VERILOG_FILES = /design/flow/design.v
export SDC_FILE = /design/flow/constraint.sdc
export NUM_CORES = 4
export LEC_CHECK = 1
export CORE_UTILIZATION = 30
[/design/flow/constraint.sdc]
current_design ahb_lite_slave

set clk_period 5.2
set clk_io_pct 0.2

create_clock -name clk0 -period $clk_period [get_ports {clk}]

set non_clock_inputs [all_inputs -no_clocks]
set_input_delay [expr $clk_period * $clk_io_pct] -clock clk0 $non_clock_inputs
set_output_delay [expr $clk_period * $clk_io_pct] -clock clk0 [all_outputs]
[/design/flow/design.v]
module ahb_lite_slave(
    input logic clk, n_rst, modwait, err, hsel, hsize, hwrite,
    input logic [1:0] coefficient_num, htrans,
    input logic [15:0] fir_out, hwdata,
    input logic [3:0] haddr, 
    output logic [15:0] sample_data, fir_coefficient, hrdata,
    output logic data_ready, new_coefficient_set, hresp,
    input logic clear_new_coefficient
);
    logic [3:0] next_haddr;
    logic [15:0] next_sample_data;
    logic [15:0] f0_coefficient;
    logic [15:0] f1_coefficient;
    logic [15:0] f2_coefficient;
    logic [15:0] f3_coefficient;
    logic [15:0] next_f0_coefficient;
    logic [15:0] next_f1_coefficient;
    logic [15:0] next_f2_coefficient;
    logic [15:0] next_f3_coefficient;
    logic next_new_coefficient_set;
    logic [15:0] next_hrdata;
    logic next_data_ready;
    logic next_next_data_ready;
    logic next_hwrite;
    logic next_hsize;
    logic next_hsel;
    always_ff @(posedge clk, negedge n_rst) begin
        if(!n_rst) begin
            next_haddr <= 0;
            sample_data <= 0;
            f0_coefficient <= 0;
            f1_coefficient <= 0;
            f2_coefficient <= 0;
            f3_coefficient <= 0;
            new_coefficient_set <= 0;
            hrdata <= 0;
            data_ready <= 0;
            next_next_data_ready <= 0;
            next_hwrite <= 0;
            next_hsize <= 0;
            next_hsel <= 0;
        end
        else begin
            next_haddr <= haddr;
            sample_data <= next_sample_data;
            f0_coefficient <= next_f0_coefficient;
            f1_coefficient <= next_f1_coefficient;
            f2_coefficient <= next_f2_coefficient;
            f3_coefficient <= next_f3_coefficient;
            new_coefficient_set <= next_new_coefficient_set;
            hrdata <= next_hrdata;
            data_ready <= next_next_data_ready || next_data_ready;
            next_next_data_ready <= next_data_ready;
            next_hwrite <= hwrite;
            next_hsize <= hsize;
            next_hsel <= hsel;
        end
    end
    always_comb begin
        next_f0_coefficient = f0_coefficient;
        next_f1_coefficient = f1_coefficient;
        next_f2_coefficient = f2_coefficient;
        next_f3_coefficient = f3_coefficient;
        next_sample_data = sample_data;
        next_new_coefficient_set = new_coefficient_set;
        next_data_ready = 0;
        next_hrdata = hrdata;
        if(clear_new_coefficient) begin
            next_new_coefficient_set = 0;
        end
        if(next_hsel && next_hwrite) begin
            if(next_hsize == 0) begin
                casez(next_haddr)
                4'd4: begin
                    next_sample_data = {sample_data[15:8], hwdata[7:0]};
                    next_data_ready = 1;
                end
                4'd5: begin
                    next_sample_data = {hwdata[7:0], sample_data[7:0]};
                    next_data_ready = 1;
                end
                4'd6: begin
                    next_f0_coefficient = {f0_coefficient[15:8], hwdata[7:0]};
                end
                4'd7: begin
                    next_f0_coefficient = {hwdata[7:0], f0_coefficient[7:0]};
                end
                4'd8: begin
                    next_f1_coefficient = {f1_coefficient[15:8], hwdata[7:0]};
                end
                4'd9: begin
                    next_f1_coefficient = {hwdata[7:0], f1_coefficient[7:0]};
                end
                4'd10: begin
                    next_f2_coefficient = {f2_coefficient[15:8], hwdata[7:0]};
                end
                4'd11: begin
                    next_f2_coefficient = {hwdata[7:0], f2_coefficient[7:0]};
                end
                4'd12: begin
                    next_f3_coefficient = {f3_coefficient[15:8], hwdata[7:0]};
                end
                4'd13: begin
                    next_f3_coefficient = {hwdata[7:0], f3_coefficient[7:0]};
                end
                4'd14: begin
                    next_new_coefficient_set = hwdata[0]; 
                end
                endcase
            end
            else begin
                casez(next_haddr)
                4'd4: begin
                    next_sample_data = hwdata;
                    next_data_ready = 1;
                end
                4'd5: begin
                    next_sample_data = hwdata;
                    next_data_ready = 1;
                end
                4'd6: begin
                    next_f0_coefficient = hwdata;
                end
                4'd7: begin
                    next_f0_coefficient = hwdata;
                end
                4'd8: begin
                    next_f1_coefficient = hwdata;
                end
                4'd9: begin
                    next_f1_coefficient = hwdata;
                end
                4'd10: begin
                    next_f2_coefficient = hwdata;
                end
                4'd11: begin
                    next_f2_coefficient = hwdata;
                end
                4'd12: begin
                    next_f3_coefficient = hwdata;
                end
                4'd13: begin
                    next_f3_coefficient = hwdata;
                end
                4'd14: begin
                    if(clear_new_coefficient) begin
                        next_new_coefficient_set = 0;
                    end
                    next_new_coefficient_set = hwdata[0]; 
                end
                endcase
            end
        end
        if(hsel && !hwrite) begin
            if (hsize == 0) begin
                casez(haddr)
                4'd0: begin
                    next_hrdata[7:0] = {7'b0, modwait || new_coefficient_set};
                end
                4'd1: begin
                    next_hrdata[15:8] = {7'b0, err};
                end
                4'd2: begin  
                    next_hrdata[7:0] = fir_out[7:0];
                end
                4'd3: begin
                    next_hrdata[15:8] = fir_out[15:8];
                end
                4'd4: begin
                    next_hrdata[7:0] = sample_data[7:0];
                end
                4'd5: begin
                    next_hrdata[15:8] = sample_data[15:8];
                end
                4'd6: begin
                    next_hrdata[7:0] = f0_coefficient[7:0];
                end
                4'd7: begin
                    next_hrdata[15:8] = f0_coefficient[15:8];
                end
                4'd8: begin
                    next_hrdata[7:0] = f1_coefficient[7:0];
                end
                4'd9: begin
                    next_hrdata[15:8] = f1_coefficient[15:8];
                end
                4'd10: begin
                    next_hrdata[7:0] = f2_coefficient[7:0];
                end
                4'd11: begin
                    next_hrdata[15:8] = f2_coefficient[15:8];
                end
                4'd12: begin
                    next_hrdata[7:0] = f3_coefficient[7:0];
                end
                4'd13: begin
                    next_hrdata[15:8] = f3_coefficient[15:8];
                end
                4'd14: begin
                    next_hrdata = {7'b0, new_coefficient_set};  
                end
                endcase
            end
            else begin
                casez(haddr)
                4'd0: begin
                    next_hrdata = {7'b0, err, 7'b0, modwait || new_coefficient_set};
                end
                4'd1: begin
                    next_hrdata = {7'b0, err, 7'b0, modwait || new_coefficient_set};
                end
                4'd2: begin
                    next_hrdata = fir_out;
                end
                4'd3: begin
                    next_hrdata = fir_out;
                end
                4'd4: begin
                    next_hrdata = sample_data;
                end
                4'd5: begin
                    next_hrdata = sample_data;
                end
                4'd6: begin
                    next_hrdata = f0_coefficient;
                end
                4'd7: begin
                    next_hrdata = f0_coefficient;
                end
                4'd8: begin
                    next_hrdata = f1_coefficient;
                end
                4'd9: begin
                    next_hrdata = f1_coefficient;
                end
                4'd10: begin
                    next_hrdata = f2_coefficient;
                end
                4'd11: begin
                    next_hrdata = f2_coefficient;
                end
                4'd12: begin
                    next_hrdata = f3_coefficient;
                end
                4'd13: begin
                    next_hrdata = f3_coefficient;
                end
                4'd14: begin
                    next_hrdata = {7'b0, new_coefficient_set};  
                end
                endcase
            end
        end
        if(hsel) begin
            if(hwrite == 0 && next_hwrite == 1) begin
                next_hrdata = hwdata;
            end
        end
        else begin
            next_hrdata = hrdata;
        end
        if(coefficient_num == 2'd0) begin
            fir_coefficient = f0_coefficient;
        end
        else if(coefficient_num == 2'd1) begin
            fir_coefficient = f1_coefficient;
        end
        else if(coefficient_num == 2'd2) begin
            fir_coefficient = f2_coefficient;
        end
        else begin
            fir_coefficient = f3_coefficient;
        end
    end
    always_comb begin
        hresp = 0;
        if(haddr == 4'd15) begin
            hresp = 1;
        end
        if((haddr < 4'd4) && hwrite == 1) begin
            hresp = 1;
        end
    end
endmodule
==> qor.txt <==
Status: finished clean
DP HPWL: 11900 um
Final core utilization: 39.11%
First-pass iteration count of the detailed router: 22
Routed Wire Length: 17690 um
Remaining Overflow, GRT: 0
RSZ-0062 raised after global routing: no
Clk latency of the worst-skew pair: 360 ps
Root Buffer: clkbuf_16
Yosys Chip Area: 5640 um^2
Finished Cell Area: 7121 um^2
Final Hold Viols: 0
Num Clock Sinks: 106
Adder Area Share: 0.1775%
Critical path endpoint category: output pin
Yosys Instances: 533
Maxcap violations: 0
TritonCTS buffer count: 9
Wire length per cell: 20.89 um
Final RePlAce weighted congestion: 0.8981
Synth async-reset ratio: 100.0%
Core area: 18210 um^2
Max IR drop VDD: 0.0001834 V
Synth logic family: multiplexers
Die H: 139.1 um
Initial Utilization: 30.98%
Die X: 139.1 um
Number of enable flip-flop cells: 0
Met3 Resource Use GR: 6.721%
Layout cells sized above 1: 17.96%
Post-cts resize count: 0
# H-tree levels: 3
Kind of critical path: in -> out
Registers, synthesis: 106
FMAX: 250.3 MHz
Antenna violations before repair: 0
Initial drt markers: 343
Hold Path Class: reg -> reg
Busiest grt layer: met2
Post-Route Setup TNS: 0 ps
MUX area fraction: 19.94%
ANT cells: 0
Setup Skew: 5.679 ps
First-pass GRT wire length: 28090 um
Largest net degree at the start of global routing: 64
Arrival time at the worst endpoint: 2960 ps
Clock network power share: 28.5%
Ao+oa area frac: 18.01%
Area growth, synth to finish: 26.24%
XORs/XNORs by Area: 0%
Die area: 19350 um^2
Ports: 99
Post-Synthesis Cells: 533
Net Sw Frac: 27.32%
CTS Hold Bufs: 0
Routing usage on met2: 28.58%
Vias in the first global route: 4890
DR vias/cell: 5.629
Synth unique cells: 51
Sw power: 0.6799 mW
Static leakage: 2.899 nW
Basic Gates by Area: 11.07%
Fillers: 1692
Detailed-route via count: 4768
# Post-CTS Setup Buffers: 0
Synth Warn #: 1
Worst Setup Start Kind: input port
CTS tree: built
Period Utilization, post-route: 76.83%
Req. time, crit path: 4160 ps
Reg power frac: 45.8%
Fin crit period: 3995 ps
Met1 Usage GRT: 28.40%
P per Cell Area: 349.5 nW/um^2
Syn Std Cell Area: 5640 um^2
Slew at the pin closest to its max-slew limit: 845.2 ps
Hold Worst Slack: 441.0 ps
Final setup viols: 0
Pint: 1.809 mW
GRT Overall Usage: 19.42%
Main flop type: dfrtp_1
Share of total power in combinational logic: 25.8%
Post-route ant nets: 0
Maximum fanout along the worst path: 17
Post-route DRC: 0
Site Rows: 49
Slew Viols, Final: 0
Seq share, synth: 47.03%
Worst slew margin: 43.54%
Buffers added on ports: 96
Placed Instance Area: 6815 um^2
Clock buffer depth: 2
Power after layout: 2.489 mW
Syn Area/Cell: 10.58 um^2
Clock slew seen by the registers of the worst setup and hold paths: 70 ps
Tool warnings: 27
==> worst max-delay path, stage by stage <==
cell	delay [ps]
clkdlybuf4s50_1	970
and4_4	400
a21o_1	90
clkdlybuf4s50_1	450
==> power by group through the flow <==
stage / Combinational [mW] / Clock [mW] / Sequential, mW
after CTS: 0.648 / 0.724 / 1.14
after global routing: 0.705 / 0.747 / 1.17
final: 0.641 / 0.708 / 1.14
==> placed cells by master, fill, tap and decap left out, types with 3 or more instances in the layout <==
cell	n
clkdlybuf4s50_1	95
and2_1	9
a2bb2oi_1	5
o21ai_1	5
o21ai_0	38
a21oi_1	58
a22o_1	7
and3_1	5
a31oi_1	4
mux2i_1	10
mux2_2	59
nor2_1	26
o211ai_1	4
buf_4	18
inv_1	4
a211oi_1	3
nand2_1	51
mux4_2	16
clkbuf_16	9
nand3b_1	5
a221oi_1	8
a22oi_1	14
dfrtp_1	106
nor3_1	6
nor2b_1	11
nand2b_1	4
==> layout make-up <==
| class | count | area (um^2) | share of cell area, % |
|---|---|---|---|
| Clock buffer | 12 | 256.5 | 3.602 |
| Clock inverter | 4 | 48.80 | 0.6853 |
| Inverter | 4 | 15.01 | 0.2109 |
| Multi-Input combinational cell | 379 | 2775 | 38.97 |
| Sequential cell | 106 | 2653 | 37.25 |
| Tap cell | 229 | 286.5 | 4.024 |
| Timing Repair Buffer | 113 | 1086 | 15.25 |
==> flip-flops by register name (all words and copies together) (netlist names), 4 cells and up <==
name and cells:
next_haddr 4, sample_data 16, f1_coefficient 16, hrdata 16, f0_coefficient 16, f3_coefficient 16, f2_coefficient 16
==> final timing paths <==
kind	start	slack, ps	cells after the start	end
setup / recovery	haddr[1]	1200	4	hresp
hold / removal	next_next_data_ready	440	1	data_ready
setup reg to reg	next_hsize	3010	4	f0_coefficient[4]
hold reg to reg	next_next_data_ready	440	1	data_ready
max in group asynchronous	n_rst	3300	2	hrdata[4]
min in group asynchronous	n_rst	670	1	hrdata[12]
==> kinds of logic after synthesis <==
logic type	after synthesis
buf+inv	48
fa+ha+maj	1
mux	85
flops	106
compound gates	164
simple gates	129
==> per-layer routing <==
| layer | wire [um] | vias to the layer above |
|---|---|---|
| met4 | 371 | 0 |
| met5 | 0 | - |
| met1 | 7827 | 2353 |
| li1 | - | 2145 |
| met3 | 1461 | 29 |
| met2 | 8031 | 241 |
==> cells in the mapped netlist (all sizes together) (2+ instances only) <==
cell type	number	share of area (%)
dfrtp	106	47
mux2	59	12
a21oi	58	5.1
nand2	51	3.4
o21ai	43	3.8
clkbuf	28	1.9
nor2	26	1.7
buf	16	1.6
mux4	16	6.4
a22oi	14	1.9
nor2b	11	1.2
mux2i	10	1.8
and2	9	1.0
a221oi	8	1.2
a22o	7	1.1
nor3	7	0.71
a2bb2oi	5	0.78
and3	5	0.55
nand3b	5	0.67
a31oi	4	0.44
inv	4	0.27
nand2b	4	0.44
o211ai	4	0.53
a211oi	3	0.40
a21o	2	0.27
a221o	2	0.35
a222oi	2	0.35
a32oi	2	0.31
nand3	2	0.18
nor4	2	0.22
o22ai	2	0.22
o311ai	2	0.31
==> metrics by stage <==
step | instances | setup slack, ps
final | 847 | 1205
after global routing | 847 | 1145
after CTS | 847 | 1212
after detailed placement | 831 | 1217
after global placement | 831 | 1207
after floorplan | 533 | 2103
Power is estimated from default activity; no workload was simulated.
